### design/flow/design.v
`timescale 1ns / 1ps
module i2c_controller(
	input wire clk,
	input wire rst,
	input wire [6:0] addr,
	input wire [7:0] data_in,
	input wire enable,
	input wire rw,
	output reg [7:0] data_out,
	output wire ready,
	inout i2c_sda,
	inout wire i2c_scl
	);
	localparam IDLE = 0;
	localparam START = 1;
	localparam ADDRESS = 2;
	localparam READ_ACK = 3;
	localparam WRITE_DATA = 4;
	localparam WRITE_ACK = 5;
	localparam READ_DATA = 6;
	localparam READ_ACK2 = 7;
	localparam STOP = 8;
	localparam DIVIDE_BY = 512;  
	reg [7:0] state;
	reg [7:0] saved_addr;
	reg [7:0] saved_data;
	reg [7:0] counter;
	reg [7:0] counter2 = 0;
	reg write_enable;
	reg sda_out;
	reg i2c_scl_enable = 0;
	reg i2c_clk = 1;
	assign ready = ((rst == 0) && (state == IDLE)) ? 1 : 0;
	assign i2c_scl = (i2c_scl_enable == 0 ) ? 1 : i2c_clk;
	assign i2c_sda = (write_enable == 1) ? sda_out : 'bz;
	always @(posedge clk) begin
		if (counter2 == (DIVIDE_BY/2) - 1) begin
			i2c_clk <= ~i2c_clk;
			counter2 <= 0;
		end
		else counter2 <= counter2 + 1;
	end 
	always @(negedge i2c_clk, posedge rst) begin
		if(rst == 1) begin
			i2c_scl_enable <= 0;
		end else begin
			if ((state == IDLE) || (state == START) || (state == STOP)) begin
				i2c_scl_enable <= 0;
			end else begin
				i2c_scl_enable <= 1;
			end
		end
	end
	always @(posedge i2c_clk, posedge rst) begin
		if(rst == 1) begin
			state <= IDLE;
		end		
		else begin
			case(state)
				IDLE: begin
					if (enable) begin
						state <= START;
						saved_addr <= {addr, rw};
						saved_data <= data_in;
					end
					else state <= IDLE;
				end
				START: begin
					counter <= 7;
					state <= ADDRESS;
				end
				ADDRESS: begin
					if (counter == 0) begin 
						state <= READ_ACK;
					end else counter <= counter - 1;
				end
				READ_ACK: begin
					if (i2c_sda == 0) begin
						counter <= 7;
						if(saved_addr[0] == 0) state <= WRITE_DATA;
						else state <= READ_DATA;
					end else state <= STOP;
				end
				WRITE_DATA: begin
					if(counter == 0) begin
						state <= READ_ACK2;
					end else counter <= counter - 1;
				end
				READ_ACK2: begin
					if ((i2c_sda == 0) && (enable == 1)) state <= IDLE;
					else state <= STOP;
				end
				READ_DATA: begin
					data_out[counter] <= i2c_sda;
					if (counter == 0) state <= WRITE_ACK;
					else counter <= counter - 1;
				end
				WRITE_ACK: begin
					state <= STOP;
				end
				STOP: begin
					state <= IDLE;
				end
			endcase
		end
	end
	always @(negedge i2c_clk, posedge rst) begin
		if(rst == 1) begin
			write_enable <= 1;
			sda_out <= 1;
		end else begin
			case(state)
				START: begin
					write_enable <= 1;
					sda_out <= 0;
				end
				ADDRESS: begin
					sda_out <= saved_addr[counter];
				end
				READ_ACK: begin
					write_enable <= 0;
				end
				WRITE_DATA: begin 
					write_enable <= 1;
					sda_out <= saved_data[counter];
				end
				WRITE_ACK: begin
					write_enable <= 1;
					sda_out <= 0;
				end
				READ_DATA: begin
					write_enable <= 0;				
				end
				STOP: begin
					write_enable <= 1;
					sda_out <= 1;
				end
			endcase
		end
	end
endmodule
### design/flow/run.sh
#!/bin/bash
# OpenROAD 26Q1-2900-gdf79404cd8, Yosys 0.63+post, stock flow scripts
make -C /OpenROAD-flow-scripts/flow DESIGN_CONFIG=/design/flow/config.mk WORK_HOME=/design/flow/orfs finish
### design/flow/config.mk
export PLATFORM = sky130hd
export DESIGN_NAME = i2c_controller
export DESIGN_NICKNAME = i2c_controller
export VERILOG_FILES = /design/flow/design.v
export SDC_FILE = /design/flow/constraint.sdc
export NUM_CORES = 4
export LEC_CHECK = 1
export CORE_UTILIZATION = 30
### design/flow/constraint.sdc
current_design i2c_controller

set clk_period 2.7
set clk_io_pct 0.2

create_clock -name clk0 -period $clk_period [get_ports {clk}]

set non_clock_inputs [all_inputs -no_clocks]
set_input_delay [expr $clk_period * $clk_io_pct] -clock clk0 $non_clock_inputs
set_output_delay [expr $clk_period * $clk_io_pct] -clock clk0 [all_outputs]
==> metrics.yaml <==
status: "did not finish"
lastStage: "4_1_cts"
error: "[error] [KeplerFormal.cpp:679] Workflow failed: Iso has multiple drivers: .i2c_sda0, i2c_sda$_DFFE_NP1P_.Q0"
place_congestion: 0.8013
io_pins: 30
die_y_microns: 93.47
fp_util_pct: 31.66
clock_path_buffers: 2
untimed_endpoints: 84
portBuffers: 27
unclocked_pins: 43
syn_avg_cell_area_sq_um: 12.30
yosysWarnings: 2
dp_hpwl_microns: 3070
synth_cells: 204
ys_area_sq_um: 2510
cts_buffers: 3
rows: 32
synth-edff-count: 33
die_width_microns: 93.47
synth_seq_share_pct: 56.93
htreeDepth: 1
cts_root_buffer: "clkbuf_8"
most_common_cell: "edfxtp_1"
top_area_share_pct: 39.48
top_cells_by_area: "edfxtp_1 (39%), dfrtp_1 (8.0%), dfxtp_1 (6.4%)"
placed_cell_area_sq_um: 2864
common_cells: "edfxtp_1 (33), nand2_1 (18), nor2_1 (16), a21oi_1 (9), inv_1 (9)"
cts_resized: 0
synth_flops: 52
top_area_cell: "edfxtp_1"
ys.flop_type: "edfxtp_1"
ys_async_sr_fraction_pct: 21.15
synth_cell_types: 53
ys_cells: 204
post_cts_buffers: 0
cts_hold_buf: 0
synthesis.area_sq_um: 2510
-- per-stage QoR --
step | instances | total power [uW] | utilization [%] | worst slack [ps] | hold WS, ps
detailed placement | 325 | 182.3 | 36.13 | 569.9 | 456.4
global placement | 325 | 182.0 | 36.13 | 564.7 | 439.6
floorplan | 204 | 152.9 | - | 1187 | 426.0
-- logic make-up after synthesis --
logic type      synth area share [%]
fa+ha+maj                      1.496
mux                            6.780
flops                          56.93
buf+inv                        3.390
simple gates                   18.59
compound gates                 8.973
xor+xnor                       3.838
No activity file was given, so power comes from the tool's default toggle rates.
